<file path="./design.v">
`timescale 1ns / 1ps
module clkgen_200KHz(
    input clk_100MHz,
    output clk_200KHz
    );
    reg [7:0] counter = 8'h00;
    reg clk_reg = 1'b1;
    always @(posedge clk_100MHz) begin
        if(counter == 249) begin
            counter <= 8'h00;
            clk_reg <= ~clk_reg;
        end
        else
            counter <= counter + 1;
    end
    assign clk_200KHz = clk_reg;
endmodule
</file>
<file path="./run.sh">
#!/bin/bash
# OpenROAD 26Q1-2900-gdf79404cd8, Yosys 0.63+post, stock flow scripts
make -C /OpenROAD-flow-scripts/flow DESIGN_CONFIG=/design/flow/config.mk WORK_HOME=/design/flow/orfs finish
</file>
<file path="./config.mk">
export PLATFORM = sky130hd
export DESIGN_NAME = clkgen_200KHz
export DESIGN_NICKNAME = clkgen_200KHz
export VERILOG_FILES = /design/flow/design.v
export SDC_FILE = /design/flow/constraint.sdc
export NUM_CORES = 4
export LEC_CHECK = 1
export CORE_AREA = 10 10 70 70
export DIE_AREA = 0 0 80 80
</file>
<file path="./constraint.sdc">
current_design clkgen_200KHz

set clk_period 3.2
set clk_io_pct 0.2

create_clock -name clk0 -period $clk_period [get_ports {clk_100MHz}]

set non_clock_inputs [all_inputs -no_clocks]
set_input_delay [expr $clk_period * $clk_io_pct] -clock clk0 $non_clock_inputs
set_output_delay [expr $clk_period * $clk_io_pct] -clock clk0 [all_outputs]
</file>
==> impl_metrics.yaml <==
# synthesis and place-and-route metrics
yosys:
  syn_area_per_cell_um2: 9.44
  ys_area_um2: 415
  netlist_top_cells_area: "dfxtp_1, edfxtp_1, ha_1"
  ys.warnings.count: 1
  yosysTopAreaCell: "dfxtp_1"
  synth_cells: 44
  ys_seq_frac: 0.458
  netlist_area_um2: 415
  synth.distinct_cells: 18
  ys_ff: 9
  ys_cells: 44
  top_cell_area_share: 0.386
die:
  chipWidth_um: 80
  core_area_mm2: 0.00342
  chipArea_mm2: 0.00640
  chipHeight_um: 80
  rows: 21
  io-pin-count: 2
  fp_util: 0.122
final_timing:
  slew_viol_final: 0
  finalSetupTns_ns: 0
  setup_viol: 0
  min_period_over_period: 0.527
  finalHoldViolCount: 0
  worstMarginPinSlew_ns: 0.324
  max_freq_mhz: 593
  hold_slack_ns: 0.480
  min_period_ns: 1.69
  finClkSkew_ns: 0.00520
  relSlewSlack: 0.783
  rsz0062_at_grt: "no"
cells_and_area:
  drive_gt1_frac: 0.102
  area_growth_pct: 22.6
  fin_util: 0.149
  largest_reg_flops: 8
  fin_cells: 95
worst_hold_path:
  worstHoldEndpoint: "counter[0]"
  min_path_cells: 1
  hold_start: "counter[0]"
  holdCritPathClass: "reg -> reg"
placement:
  dp_hpwl_um: 454
  portBuffers: 1
  dp.cells: 91
  gp_congestion: 0.808
clock_network:
  cts_buffer_depth: 2
  holdBufCountCts: 0
  cts.clk_slew.worst_paths_ns: 0.05
  tritoncts: "built"
  cts.htree.levels: 1
  numCtsBuffers: 3
  cts_sinks: 9
  worstSkewPairLatency_ns: 0.25
  postCtsSetupBuffers: 0
  cts-root-buf: "clkbuf_4"
  ctsResizeCount: 0
drt:
  ant_nets: 0
  drtIter0Drc: 5
  drc_errors: 0
  routed_wl_um: 625
  firstDrtPassIters: 3
  diodes: 0
  routedWlPerCell_um: 6.58
  vias_per_cell: 3.18
  route.vias.total: 302
pwr:
  vdd_drop_max_uv: 233
  powerDensity_mw_per_mm2: 389
  p_leak_nw: 0.181
grt:
  grt_usage: 0.0221
  overflow: 0
  grt_pass1_wl_mm: 1.19
  grt_pass1_vias: 280
  grt_max_degree: 7
  antenna_found_initial: 0
setup_path:
  critPathCaptureType: "output port"
  critical_path_class: "reg -> out"
  path_cells: "clkdlybuf4s50_1"
  rrSetupSlack_ns: 1.90
  start_kind: "register"
  crit_family: "buffers and inverters"
  reg2reg_depth: 3
  r2r_start: "counter[0]"
  cp_data_arrival_time_ns: 1.05
  crit_fanout: 2
  timing.critical_path.buf_inv: 1
  r2r_end: "clk_reg"
  worstPathRequired_ns: 2.56
  slowest_delay_ns: 0.46
  slowest_stage: "clkdlybuf4s50_1"
flow_run:
  warning_count: 26
  drv_cap: 0
outcome:
  outcome: "finished clean"
cells in the mapped netlist:
cell,instances
o211ai_1,1
mux2i_1,2
nand2_1,5
dfxtp_1,8
or3_1,3
o21ai_1,3
xor2_1,2
nand4_4,1
nor2_1,3
inv_1,4
nand4b_1,1
o21ai_0,1
nor3_2,1
nand3_1,3
ha_1,2
a21oi_1,2
edfxtp_1,1
nand2b_1,1
power by group:
group / switching, mW / total (mW) / internal (mW)
Clock: 0.0366 / 0.0844 / 0.0479
Sequential: 0 / 0.114 / 0.114
Combinational: 0 / 0.0000000900 / 0
Total: 0.0366 / 0.198 / 0.162
cell families after synthesis:
logic type | synth area share
AND-OR/OR-AND | 0.0903
XOR/XNOR | 0.0422
adder cells (fa/ha/maj) | 0.0602
buffers and inverters | 0.0361
flip-flops | 0.458
multiplexers | 0.0482
AND/OR/NAND/NOR | 0.265
per-stage QoR:
step / worst slack (ns) / power, mW / area [um^2]
2_1_floorplan: 2.06 / 0.116 / 415
3_5_place_dp: 1.77 / 0.116 / 483
3_3_place_gp: 1.77 / 0.116 / 483
5_1_grt: 1.45 / 0.211 / 509
6_report: 1.51 / 0.198 / 509
4_1_cts: 1.49 / 0.203 / 509
area by class of cell:
class	count	area (um^2)
multi-input combinational	31	210
timing repair buffer	1	10.0
clock buffer	4	26.3
inverter	4	15.0
fill	395	2910
sequential	9	190
tap	46	57.6
per-layer routing:
| metal | part of all wire | track usage | wire length (um) | vias to the layer above |
|---|---|---|---|---|
| met1 | 0.48 | 0.0298 | 300 | 136 |
| li1 | - | - | - | 163 |
| met4 | 0.030 | 0.0123 | 19 | 0 |
| met3 | 0.035 | 0.00909 | 22 | 2 |
| met2 | 0.45 | 0.0289 | 283 | 1 |
| met5 | 0 | 0 | 0 | - |
cell usage in the layout (no fill, tap or decap):
master / netlist / layout
a21oi_1: 2 / 2
clkbuf_1: 0 / 1
clkbuf_4: 0 / 3
clkdlybuf4s50_1: 0 / 1
dfxtp_1: 8 / 8
edfxtp_1: 1 / 1
ha_1: 2 / 2
inv_1: 4 / 4
mux2i_1: 2 / 2
nand2_1: 5 / 5
nand2b_1: 1 / 1
nand3_1: 3 / 3
nand4_4: 1 / 1
nand4b_1: 1 / 1
nor2_1: 3 / 3
nor3_2: 1 / 1
o211ai_1: 1 / 1
o21ai_0: 1 / 1
o21ai_1: 3 / 3
or3_1: 3 / 3
xor2_1: 2 / 2
how the worst max path moves through the flow:
| stage | from | end | slack (ns) | cells after the start |
|---|---|---|---|---|
| CTS | clk_reg | clk_200KHz | 1.49 | 1 |
| global route | clk_reg | clk_200KHz | 1.45 | 1 |
| finish | clk_reg | clk_200KHz | 1.51 | 1 |
Power and IR drop assume default switching activity.
