--- /design/flow/run.sh ---
#!/bin/bash
# OpenROAD 26Q1-2900-gdf79404cd8, Yosys 0.63+post, stock flow scripts
make -C /OpenROAD-flow-scripts/flow DESIGN_CONFIG=/design/flow/config.mk WORK_HOME=/design/flow/orfs finish
--- /design/flow/design.v ---
`timescale 1ns / 1ps
module i2c_master(
    input clk_200KHz,                
    inout SDA,                       
    output [11:0] temp_data,          
    output SCL                       
    );
    wire SDA_dir;                    
    reg [3:0] counter = 4'b0;   
    reg clk_reg = 1'b1; 
    assign SCL = clk_reg;   
    parameter [7:0] sensor_address_plus_read = 8'b1001_0111; 
    reg [7:0] tMSB = 8'b0;                                   
    reg [7:0] tLSB = 8'b0;                                   
    reg o_bit = 1'b1;                                        
    reg [11:0] count = 12'b0;                                
    reg [11:0] temp_data_reg;					             
    localparam [4:0] POWER_UP   = 5'h00,
                     START      = 5'h01,
                     SEND_ADDR6 = 5'h02,
					 SEND_ADDR5 = 5'h03,
					 SEND_ADDR4 = 5'h04,
					 SEND_ADDR3 = 5'h05,
					 SEND_ADDR2 = 5'h06,
					 SEND_ADDR1 = 5'h07,
					 SEND_ADDR0 = 5'h08,
					 SEND_RW    = 5'h09,
                     REC_ACK    = 5'h0A,
                     REC_MSB7   = 5'h0B,
					 REC_MSB6	= 5'h0C,
					 REC_MSB5	= 5'h0D,
					 REC_MSB4	= 5'h0E,
					 REC_MSB3	= 5'h0F,
					 REC_MSB2	= 5'h10,
					 REC_MSB1	= 5'h11,
					 REC_MSB0	= 5'h12,
                     SEND_ACK   = 5'h13,
                     REC_LSB7   = 5'h14,
					 REC_LSB6	= 5'h15,
					 REC_LSB5	= 5'h16,
					 REC_LSB4	= 5'h17,
					 REC_LSB3	= 5'h18,
					 REC_LSB2	= 5'h19,
					 REC_LSB1	= 5'h1A,
					 REC_LSB0	= 5'h1B,
                     NACK       = 5'h1C;
    reg [4:0] state_reg = POWER_UP;                          
    always @(posedge clk_200KHz) begin
            if(counter == 9) begin
                counter <= 4'b0;
                clk_reg <= ~clk_reg;     
            end
            else
                counter <= counter + 1;
			count <= count + 1;
            case(state_reg)
                POWER_UP    : begin
                                if(count == 12'd1999)
                                    state_reg <= START;
                end
                START       : begin
                                if(count == 12'd2004)
                                    o_bit <= 1'b0;           
                                if(count == 12'd2013)
                                    state_reg <= SEND_ADDR6; 
                end
                SEND_ADDR6  : begin
                                o_bit <= sensor_address_plus_read[7];
                                if(count == 12'd2033)
                                    state_reg <= SEND_ADDR5;
                end
				SEND_ADDR5  : begin
                                o_bit <= sensor_address_plus_read[6];
                                if(count == 12'd2053)
                                    state_reg <= SEND_ADDR4;
                end
				SEND_ADDR4  : begin
                                o_bit <= sensor_address_plus_read[5];
                                if(count == 12'd2073)
                                    state_reg <= SEND_ADDR3;
                end
				SEND_ADDR3  : begin
                                o_bit <= sensor_address_plus_read[4];
                                if(count == 12'd2093)
                                    state_reg <= SEND_ADDR2;
                end
				SEND_ADDR2  : begin
                                o_bit <= sensor_address_plus_read[3];
                                if(count == 12'd2113)
                                    state_reg <= SEND_ADDR1;
                end
				SEND_ADDR1  : begin
                                o_bit <= sensor_address_plus_read[2];
                                if(count == 12'd2133)
                                    state_reg <= SEND_ADDR0;
                end
				SEND_ADDR0  : begin
                                o_bit <= sensor_address_plus_read[1];
                                if(count == 12'd2153)
                                    state_reg <= SEND_RW;
                end
				SEND_RW     : begin
                                o_bit <= sensor_address_plus_read[0];
				if(count == 12'd2169)
                                    state_reg <= REC_ACK;
                end
                REC_ACK     : begin
                                if(count == 12'd2189)
                                    state_reg <= REC_MSB7;
                end
                REC_MSB7     : begin
                                tMSB[7] <= i_bit;
                                if(count == 12'd2209)
                                    state_reg <= REC_MSB6;
                end
				REC_MSB6     : begin
                                tMSB[6] <= i_bit;
                                if(count == 12'd2229)
                                    state_reg <= REC_MSB5;
                end
				REC_MSB5     : begin
                                tMSB[5] <= i_bit;
                                if(count == 12'd2249)
                                    state_reg <= REC_MSB4;
                end
				REC_MSB4     : begin
                                tMSB[4] <= i_bit;
                                if(count == 12'd2269)
                                    state_reg <= REC_MSB3;
                end
				REC_MSB3     : begin
                                tMSB[3] <= i_bit;
                                if(count == 12'd2289)
                                    state_reg <= REC_MSB2;
                end
				REC_MSB2     : begin
                                tMSB[2] <= i_bit;
                                if(count == 12'd2309)
                                    state_reg <= REC_MSB1;
                end
				REC_MSB1     : begin
                                tMSB[1] <= i_bit;
                                if(count == 12'd2329)
                                    state_reg <= REC_MSB0;
                end
				REC_MSB0     : begin
								o_bit <= 1'b0;
                                tMSB[0] <= i_bit;
                                if(count == 12'd2349)
                                    state_reg <= SEND_ACK;
                end
                SEND_ACK   : begin
                                if(count == 12'd2369)
                                    state_reg <= REC_LSB7;
                end
                REC_LSB7    : begin
                                tLSB[7] <= i_bit;
                                if(count == 12'd2389)
									state_reg <= REC_LSB6;
                end
                REC_LSB6    : begin
                                tLSB[6] <= i_bit;
                                if(count == 12'd2409)
									state_reg <= REC_LSB5;
                end
				REC_LSB5    : begin
                                tLSB[5] <= i_bit;
                                if(count == 12'd2429)
									state_reg <= REC_LSB4;
                end
				REC_LSB4    : begin
                                tLSB[4] <= i_bit;
                                if(count == 12'd2449)
									state_reg <= REC_LSB3;
                end
				REC_LSB3    : begin
                                tLSB[3] <= i_bit;
                                if(count == 12'd2469)
									state_reg <= REC_LSB2;
                end
				REC_LSB2    : begin
                                tLSB[2] <= i_bit;
                                if(count == 12'd2489)
									state_reg <= REC_LSB1;
                end
				REC_LSB1    : begin
                                tLSB[1] <= i_bit;
                                if(count == 12'd2509)
									state_reg <= REC_LSB0;
                end
				REC_LSB0    : begin
								o_bit <= 1'b1;
                                tLSB[0] <= i_bit;
                                if(count == 12'd2529)
									state_reg <= NACK;
                end
                NACK        : begin
                                if(count == 12'd2559) begin
									count <= 12'd2000;
                                    state_reg <= START;
								end
                end
            endcase     
    end      
    always @(posedge clk_200KHz)
        if(state_reg == NACK)
            temp_data_reg <= { tMSB[6:0], tLSB[7:3] };
    assign SDA_dir = (state_reg == POWER_UP || state_reg == START || state_reg == SEND_ADDR6 || state_reg == SEND_ADDR5 ||
					  state_reg == SEND_ADDR4 || state_reg == SEND_ADDR3 || state_reg == SEND_ADDR2 || state_reg == SEND_ADDR1 ||
                      state_reg == SEND_ADDR0 || state_reg == SEND_RW || state_reg == SEND_ACK || state_reg == NACK) ? 1 : 0;
    assign SDA = SDA_dir ? o_bit : 1'bz;
    assign i_bit = SDA;
    assign temp_data = temp_data_reg;
endmodule
--- /design/flow/config.mk ---
export PLATFORM = sky130hd
export DESIGN_NAME = i2c_master
export DESIGN_NICKNAME = i2c_master
export VERILOG_FILES = /design/flow/design.v
export SDC_FILE = /design/flow/constraint.sdc
export NUM_CORES = 4
export LEC_CHECK = 1
export CORE_UTILIZATION = 40
--- /design/flow/constraint.sdc ---
current_design i2c_master

set clk_period 5.1
set clk_io_pct 0.2

create_clock -name clk0 -period $clk_period [get_ports {clk_200KHz}]

set non_clock_inputs [all_inputs -no_clocks]
set_input_delay [expr $clk_period * $clk_io_pct] -clock clk0 $non_clock_inputs
set_output_delay [expr $clk_period * $clk_io_pct] -clock clk0 [all_outputs]
==> impl_metrics.env <==
# implementation run metrics
export IMPL_grt_start_max_net_pins=23
export IMPL_ys_types=53
export IMPL_netSwitchingPower_mw=0.128
export IMPL_numCtsBuffers=5
export IMPL_top_area_cell="edfxtp_1"
export IMPL_design_power_total_mw=0.626
export IMPL_clock_sinks=47
export IMPL_synth_seq_share=0.489
export IMPL_diodes=0
export IMPL_drive_gt1_frac=0.0778
export IMPL_pwr_share_clk=0.358
export IMPL_final_cell_area_sq_mm=0.00281
export IMPL_critPathLaunchType="flip-flop"
export IMPL_cts_repair_resize_count=0
export IMPL_slowest_delay_ns=0.57
export IMPL_critPathMaxFanout=9
export IMPL_cp_data_required_time_ns=5.05
export IMPL_async_flop_share=0
export IMPL_worst_path_max_delay_cell="or4b_4"
export IMPL_skew_ns=0.00216
export IMPL_final_fill_count=575
export IMPL_syn_inst=264
export IMPL_yosys_cells=264
export IMPL_place_inst=337
export IMPL_holdBufCountCts=0
export IMPL_topCellsByArea="edfxtp_1, dfxtp_1, nor2_1"
export IMPL_edf_count=31
export IMPL_clk_latency_ns=0.30
export IMPL_ys_warn_count=3
export IMPL_finalNonFillerCells=345
export IMPL_maxCapViolCount=0
export IMPL_fp_utilization=0.424
export IMPL_cts_max_level=2
export IMPL_drc=0
export IMPL_power_frac_seq=0.642
export IMPL_ir_drop_v=0.000115
export IMPL_hold_path_class="reg2reg"
export IMPL_antenna_found_initial=0
export IMPL_cellPowerDensity_mw_per_mm2=223
export IMPL_first_pass_iters=4
export IMPL_fp_dieW_microns=81.9
export IMPL_worst_pin_slew_ns=0.642
export IMPL_netSwitchingFraction=0.205
export IMPL_finalMaxSlewViolations=0
export IMPL_hold_viol=0
export IMPL_io_buffers=13
export IMPL_clk_pin_slew_worst_paths_ns=0.09
export IMPL_ys_seq_elements=47
export IMPL_lay_top_count="nor2_1"
export IMPL_die_h_microns=81.9
export IMPL_p_comb_frac=0
export IMPL_met2_length_microns=2640
export IMPL_setup_viol=0
export IMPL_wl_met3_microns=272
export IMPL_vias=1959
export IMPL_grt_pass1_wl_microns=9360
export IMPL_core_area_sq_mm=0.00603
export IMPL_comb_area_sq_mm=0.00120
export IMPL_slew_headroom=0.569
export IMPL_fmax_mhz=312
export IMPL_grt_use_total=0.189
export IMPL_synth_main_ff_cell="edfxtp_1"
export IMPL_wl_per_cell_microns=16.3
export IMPL_pin_count=15
export IMPL_period_used=0.628
export IMPL_gp_congestion=0.968
export IMPL_p_int_mw=0.498
export IMPL_ys_area_sq_mm=0.00256
export IMPL_cp_top_family="simple AND/OR/NAND/NOR gates"
export IMPL_status="finished clean"
export IMPL_finalCriticalPeriod_ns=3.20
export IMPL_critical_path_cell_chain="or4b_4 > or3_4 > o311ai_2 > nand4_1 > or4_1 > nor4_2"
export IMPL_layout_top_cells="nor2_1, edfxtp_1, nand2_1"
export IMPL_crit_arrival_ns=3.15
export IMPL_dieArea_sq_mm=0.00671
export IMPL_viasPerCell=5.68
export IMPL_rsz0062_at_grt="false"
export IMPL_path_class="reg2reg"
export IMPL_wl_microns=5610
export IMPL_dpl_cell_area_sq_mm=0.00272
export IMPL_gr_total_overflow=0
export IMPL_rows=28
export IMPL_warnings=52
export IMPL_cp_end_kind="flip-flop"
export IMPL_drt_iter0_drc=136
export IMPL_cts_tree="built"
export IMPL_antenna_left=0
export IMPL_highest_layer="met4"
export IMPL_clk_path_buf_depth=2
export IMPL_place_hpwl_microns=4140
export IMPL_worst_slack_ns=1.90
export IMPL_final_seq_area_sq_mm=0.00125
export IMPL_syn_cell_area_sq_mm=0.00256
export IMPL_syn_to_final_growth_pct=9.99
export IMPL_top_cell_area_share=0.364
export IMPL_grt_pass1_vias=1856
export IMPL_m1WireLength_microns=2530
export IMPL_synth_area_per_cell_sq_um=9.68
export IMPL_clockRootBuffer="clkbuf_8"
export IMPL_setup_tns_ns=0
export IMPL_power_leakage_nw=0.898
export IMPL_cts_setup_buffers=0
export IMPL_pre_cts_slack_ns=1.91
export IMPL_path_buffers=0
cells in the mapped netlist (2+ instances only):
cell type / n
or3b_2: 2
dfxtp_1: 16
nor3_1: 7
a32oi_1: 2
nand3b_1: 3
nand4b_1: 2
and2_1: 2
or4_1: 2
ha_1: 5
edfxtp_1: 31
nor2b_1: 8
inv_1: 9
nand3_1: 15
or2_2: 2
o21ai_0: 9
xnor2_1: 4
clkbuf_1: 14
nor2_1: 34
nor4bb_1: 3
o211ai_1: 2
a21oi_1: 3
nand2b_1: 6
or4b_2: 2
xor2_1: 8
o31ai_1: 6
o311ai_0: 3
nand4_1: 4
o2111ai_1: 6
nand2_1: 30
stage by stage:
stage | hold WS (ns) | utilization
finish | 0.423 | 0.467
global route | 0.436 | 0.467
CTS | 0.426 | 0.467
detailed placement | 0.405 | 0.452
global placement | 0.401 | 0.452
floorplan | 0.400 | -
layer usage:
metal,vias up,GRT usage
met2,66,0.306
met1,904,0.271
li1,974,-
met5,-,0
met4,0,0.0491
met3,15,0.0304
power by group through the flow:
stage | sequential (mW) | combinational [mW] | clock, mW
5_1_grt | 0.402 | 0.000000431 | 0.243
6_report | 0.402 | 0.000000431 | 0.224
4_1_cts | 0.402 | 0.000000431 | 0.228
kinds of logic after synthesis:
| group | share of synthesized area |
|---|---|
| and+or+nand+nor | 0.273 |
| DFF | 0.489 |
| AOI/OAI and AO/OA | 0.122 |
| buffers and inverters | 0.0416 |
| xor gates and xnor gates | 0.0411 |
| adders and majority gates | 0.0245 |
| muxes | 0.00832 |
worst paths after layout:
check        depth (start not counted)                    endpoint              start  slack (ns)
min                                  0  temp_data_reg[1]$_DFFE_PP_  tLSB[4]$_DFFE_PP_        0.42
min reg2reg                          0  temp_data_reg[1]$_DFFE_PP_  tLSB[4]$_DFFE_PP_        0.42
max                                  6      state_reg[2]$_DFFE_PP_   count[8]$_DFF_P_        1.90
max reg2reg                          6      state_reg[2]$_DFFE_PP_   count[8]$_DFF_P_        1.90
area by class of cell:
type | count | share of cell area
flip-flops and latches | 47 | 0.445
inverters | 9 | 0.0120
clock buffers | 5 | 0.0245
well taps | 75 | 0.0334
repair buffers | 15 | 0.0516
clock inverters | 3 | 0.00712
multi-input cells | 191 | 0.426
Power is estimated from default activity; no workload was simulated.
